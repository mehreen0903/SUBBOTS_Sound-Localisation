==> flow/design.v <==
module Clk_divider(
	input clk_in,
	input [31:0] divisor,
	input switch,
	output reg clk_out);
	reg [31:0] counter = 0; 
	always_ff@(posedge clk_in)
	begin
		if(switch == 1'b1) begin
			counter <= counter + 1'b1;
			if(counter >= (divisor-1)) begin    
				counter <= 32'd0;
			end
			clk_out <= ( (divisor/2) > counter) ? 1'b1 : 1'b0;    
		end else begin								   
			clk_out <= 1'b0;
			counter <= 32'd0;	
		end
	end
endmodule
==> flow/run.sh <==
#!/bin/bash
# OpenROAD 26Q1-2900-gdf79404cd8, Yosys 0.63+post, stock flow scripts
make -C /OpenROAD-flow-scripts/flow DESIGN_CONFIG=/design/flow/config.mk WORK_HOME=/design/flow/orfs finish
==> flow/config.mk <==
export PLATFORM = sky130hd
export DESIGN_NAME = Clk_divider
export DESIGN_NICKNAME = Clk_divider
export VERILOG_FILES = /design/flow/design.v
export SDC_FILE = /design/flow/constraint.sdc
export NUM_CORES = 4
export LEC_CHECK = 1
export CORE_UTILIZATION = 40
==> flow/constraint.sdc <==
current_design Clk_divider

set clk_period 19.0
set clk_io_pct 0.2

create_clock -name clk0 -period $clk_period [get_ports {clk_in}]

set non_clock_inputs [all_inputs -no_clocks]
set_input_delay [expr $clk_period * $clk_io_pct] -clock clk0 $non_clock_inputs
set_output_delay [expr $clk_period * $clk_io_pct] -clock clk0 [all_outputs]
==> metrics.cfg <==
[clock_tree]
postCtsResizedCells=0
cts_buffers=5
root_buffer=clkbuf_8
htree_levels=2
clockBufferDepth=2
ctsHoldBuffers=0
cts_sinks=33
cts_tree=yes
cts_setup_buffers=0
worstSkewPairLatency_ps=290
clk_pin_slew_ps=70

[drt]
antenna_left=0
routed_wl_mm=7.76
wl_per_cell_um=13.9
drc=0
routed_via_density=5.20
dr.pass1.iters=4
initialDrtViolationCount=119
diodes=0
dr_total_vias=2908

[final_timing]
finalCritPeriodShare_pct=40.8
timing_hold_violations_final=0
min_period_ps=7760
rsz0062_at_grt=no
clock.fmax_ghz=0.129
max_slew.worst_pin.slew_ps=791
max_slew_margin_pct=46.8
skew_ps=12.3
drv_slew=0
final-setup-viol-count=0
final.setup.tns_ps=0

[place]
port_buffers=34
place_congestion=0.871
place_area_mm2=0.00380
dpl.hpwl_mm=6.63

[die]
fp_util_pct=42.2
core_area_mm2=0.00789
die_area_mm2=0.00869
dieWidth_um=93.2
die_y_um=93.2
rows=32
boundaryPins=35

[yosys]
synth_area_leader_cell=ha_1
yosysUniqueCellTypes=43
ys_area_mm2=0.00333
ys_seq_share_pct=19.8
synth_flop_count=33
synth-edff-count=0
yosys_warnings=1
syn_inst=417
area_leaders=ha_1, dfxtp_1, xnor2_1, nor2_1, inv_1
avgSynthCellArea_um2=7.98
ys.flop_type=dfxtp_1
synth-async-reset-ratio_pct=0
yosysTopAreaCellShare_pct=24.4
ys_cells=417
synth_area_mm2=0.00333

[run]
warnings=25
drv_cap=0

[critical_path]
r2r_slack_ps=16560
regToRegStartpoint=counter[10]$_SDFF_PP0_
critPathLaunchType=input port
reg2reg_to=counter[31]$_SDFF_PP0_
critPathMaxStageDelay_ps=630
worstSetupPathType=in2reg
arrival_ps=7930
worst-path-stages=14
cp_cell_sequence=clkdlybuf4s50_1 -> or3_1 -> or3_1 -> or4_4 -> nor2_4 -> nand3b_1 -> xor2_1 -> ha_1 -> and4_1 -> nand4_1 -> a211o_1 -> o21ai_2 -> buf_4 -> nor2_1
cpLargestDelayFamily=simple AND/OR/NAND/NOR gates
critPathMaxFanout=17
path_buffers=2
critPathCaptureType=flop
ff2ff_path_depth=6
cp.required_ps=19170
slowest_stage=or4_4
critPathMostFrequentCell=or3_1

[pwr]
p_total_w=0.000171
p_sw_w=0.0000417
p_seq_share_pct=41.5
power_frac_comb_pct=18.8
vdd_drop_max_v=0.0000305
clkPwrFrac_pct=39.7
p_leak_nw=1.49
power_per_cell_area_mw_per_mm2=43.7
power.internal_w=0.000129
sw_frac_of_total_pct=24.4

[finish]
drive_gt1_share_pct=4.16
postLayoutCellArea_mm2=0.00391
synthToLayoutAreaGrowth_pct=17.6

[worst_hold_path]
min_to=counter[0]$_SDFF_PP0_
hold_path_class=reg2reg
hp-start=counter[0]$_SDFF_PP0_
whs_path_depth=1

[global_routing]
grt_pass1_wl_mm=13.2
grt_pass1_vias=2778
grt_antenna_before_repair=0
gr-total-overflow=0
grt_max_degree=18
track_usage_pct=19.7

[outcome]
outcome=completed

## final cells by class
cell class / instances / area, um2
Clock buffer: 7 / 86.3
Inverter: 35 / 131
Fill cell: 756 / 3980
Clock inverter: 1 / 30.0
Timing Repair Buffer: 35 / 348
Tap cell: 102 / 128
Multi-Input combinational cell: 346 / 2530
Sequential cell: 33 / 661
## synthesized netlist by cell type, types with 3 or more instances
cell type and number:
nand2_1 32, o211ai_1 4, xor2_1 11, nand4_1 11, and2_1 3, or2_2 3, nand2b_1 3, a21o_1 7
nor4_1 9, clkbuf_1 3, nand3b_1 4, dfxtp_1 33, nand3_1 14, or3_1 7, nor2_1 49, a21oi_1 23
inv_1 35, ha_1 65, and3_1 5, nor2b_1 3, xnor2_1 48, o21ai_0 10, nor3_1 11
## how the worst max path moves through the flow
stage	to	slack [ps]	from
after CTS	counter[22]$_SDFF_PP0_	11230	divisor[7]
after global routing	counter[17]$_SDFF_PP0_	11000	divisor[7]
final	counter[22]$_SDFF_PP0_	11240	divisor[7]
## cells in the final DEF (no fill, tap or decap), drive strengths merged, types with 2 or more instances in the layout
master         Yosys  layout
ha                65      65
nor2              51      51
xnor2             48      48
inv               35      35
clkdlybuf4s50      0      34
dfxtp             33      33
nand2             32      32
a21oi             23      23
nand3             14      14
nor3              13      13
xor2              11      11
nand4             11      11
o21ai             11      11
nor4              10      10
or3                7       7
a21o               7       7
clkbuf             3       7
and3               5       5
nand3b             4       4
o211ai             4       4
and2               4       4
or2                3       3
nand2b             3       3
nor2b              3       3
or4                3       3
a211o              2       2
and4               2       2
## through the flow
stage	util [%]	cells	setup slack [ps]	hold slack, ps
finish	49.6	559	11240	545
global route	49.6	559	11000	601
CTS	49.6	559	11230	556
detailed placement	48.1	551	10920	537
global placement	48.1	551	10980	547
floorplan	-	417	11970	463
## metal layers
layer | wire [um] | GRT usage (%) | share of wire (%)
met2 | 3420 | 31.6 | 44
met3 | 232 | 2.40 | 3.0
met5 | 0 | 0 | 0
met1 | 4050 | 30.0 | 52
met4 | 65 | 1.54 | 0.84
## flip-flops by register name (all words and copies together) (netlist names)
name     flops
clk_out      1
counter     32
## power by group through the flow
| stage | sequential, W | clock (W) | combinational [W] |
|---|---|---|---|
| CTS | 0.0000710 | 0.0000688 | 0.0000325 |
| global route | 0.0000711 | 0.0000731 | 0.0000371 |
| finish | 0.0000710 | 0.0000678 | 0.0000321 |
## cells by family (layout without fill, tap and decap cells)
logic type	after synthesis	count (layout)	synth area share (%)
flip-flops	33	33	19.8
AND-OR/OR-AND	54	54	9.93
buffers and inverters	38	78	4.29
AND/OR/NAND/NOR	168	168	26.0
adder cells (fa/ha/maj)	65	65	24.4
XOR/XNOR	59	59	15.5
Power is estimated from default activity; no workload was simulated.
