==> config.mk <==
export PLATFORM = sky130hd
export DESIGN_NAME = driver
export DESIGN_NICKNAME = driver
export VERILOG_FILES = /design/flow/design.v
export SDC_FILE = /design/flow/constraint.sdc
export NUM_CORES = 4
export LEC_CHECK = 1
export CORE_AREA = 10 10 81 81
export DIE_AREA = 0 0 91 91
==> constraint.sdc <==
current_design driver

set clk_period 1.7
set clk_io_pct 0.2

create_clock -name clk0 -period $clk_period [get_ports {clk}]

set non_clock_inputs [all_inputs -no_clocks]
set_input_delay [expr $clk_period * $clk_io_pct] -clock clk0 $non_clock_inputs
set_output_delay [expr $clk_period * $clk_io_pct] -clock clk0 [all_outputs]
==> design.v <==
`timescale 1ns/1ps
`default_nettype none
module driver (
    input  wire         clk,
    input  wire         sresetn,  
    input  wire         busy,           
    inout  wire      [15:0] data_adc,   
    output logic        read_n,         
    output logic        write_n,        
    output logic        chipselect_n,   
    output logic        software_mode,  
    output logic        serial_mode,    
    output logic        standby_n,      
    output logic        conv_start_a,  
    output logic        conv_start_b,
    output logic        conv_start_c,
    output logic        conv_start_d,
    output logic [15:0] data_out,       
    output logic        data_valid      
);
    typedef enum {
        WRITE_ON,
        WRITE_OFF,
        START_CONV,
        WAIT_BUSY,
        READ_ON,
        DATA_OUT
    } state_t;
    state_t state_ff;
    logic conv_start;
    logic [3:0] num_transactions;
    logic [15:0] data_adc_out;
    assign data_adc = (!read_n || (write_n && chipselect_n)) ? 16'bz : data_adc_out;
    assign software_mode = 1'b1;
    assign serial_mode   = 1'b0;
    assign standby_n     = 1'b1;
    assign chipselect_n  = 1'b0;
    assign conv_start_a = conv_start;
    assign conv_start_b = conv_start;
    assign conv_start_c = conv_start;
    assign conv_start_d = conv_start;
    always_ff @(posedge clk) begin
        if (!sresetn) begin
            state_ff         <= WRITE_ON;
            num_transactions <= '0;
            data_out         <= 'X;
            data_valid       <= 1'b0;
        end else begin
            case (state_ff)
                WRITE_ON: begin
                    state_ff         <= WRITE_OFF;
                    num_transactions <= num_transactions + 1'b1;  
                end
                WRITE_OFF: begin
                    if (num_transactions == 4'd2) begin  
                        state_ff <= START_CONV;
                    end else begin
                        state_ff <= WRITE_ON;
                    end
                end
                START_CONV: begin
                    num_transactions <= '0;  
                    if (busy) begin  
                        state_ff     <= WAIT_BUSY;
                    end
                end
                WAIT_BUSY: begin
                    if (~busy) begin  
                        state_ff <= READ_ON;
                    end
                end
                READ_ON: begin
                    state_ff         <= DATA_OUT;
                    num_transactions <= num_transactions + 1'b1;  
                    data_out         <= data_adc;  
                    data_valid       <= 1'b1;
                end
                DATA_OUT: begin
                    data_out   <= 'X;
                    data_valid <= 1'b0;
                    if (num_transactions == 4'd8) begin  
                        state_ff  <= START_CONV;
                    end else begin  
                        state_ff  <= READ_ON;
                    end
                end
                default: begin
                    state_ff         <= WRITE_ON;
                    num_transactions <= '0;
                end
            endcase
        end
    end
    always_comb begin
        conv_start   = 1'b0; 
        write_n      = 1'b1;
        read_n       = 1'b1;
        data_adc_out = 'X;
        case (state_ff)
            WRITE_ON: begin
                write_n = 1'b0;  
                if (num_transactions == '0) begin
                    data_adc_out = 16'h8054;  
                end else begin 
                    data_adc_out = 16'h43FF;  
                end
            end
            START_CONV: begin
                conv_start = 1'b1;  
            end
            READ_ON: begin
                read_n = 1'b0;  
            end
        endcase
        if (!sresetn) begin
            write_n = 1'b1;
        end
    end
endmodule
`default_nettype wire
==> run.sh <==
#!/bin/bash
# OpenROAD 26Q1-2900-gdf79404cd8, Yosys 0.63+post, stock flow scripts
make -C /OpenROAD-flow-scripts/flow DESIGN_CONFIG=/design/flow/config.mk WORK_HOME=/design/flow/orfs finish
==> impl_metrics.py <==
# Generated from Yosys and OpenROAD reports
metrics = {
    "pwr": {
        "powerDensity_mw_per_mm2": 737,
        "peakVddDrop_uv": 409,
        "power.leakage_nw": 0.374,
    },
    "floorplan": {
        "core_area_mm2": 0.00482,
        "fp_util_pct": 16.9,
        "dieArea_mm2": 0.00828,
        "rows": 25,
        "die_y_um": 91,
        "ios": 46,
        "die_x_um": 91,
    },
    "global_route": {
        "grt_usage_pct": 3.74,
        "grt_overflow_total": 0,
        "grt_pass1_wl_um": 2570,
        "grt_pass1_vias": 525,
        "antenna_found_initial": 0,
        "grt_max_degree": 11,
    },
    "final_timing": {
        "fin_crit_sh_pct": 91.2,
        "fin_skew_ns": 0.00303,
        "tns_ns": 0,
        "rsz0062_at_grt": "no",
        "min_period_ns": 1.55,
        "slew_violations": 0,
        "final-hold-violation-count": 0,
        "fmax_mhz": 645,
        "setup_violations": 0,
    },
    "synth": {
        "ys_ff": 13,
        "ys_cells": 96,
        "xor_share_pct": 0,
        "yosysChipArea_um2": 815,
        "area_leaders": "buf_4 (32%), dfxtp_1 (27%), edfxtp_1 (7.4%)",
        "syn_inst": 96,
        "postSynthSeqShare_pct": 34.4,
        "ys_sh_adder_pct": 4.61,
        "synthMuxAreaShare_pct": 0,
        "synth.logic.top_family": "buffers and inverters",
        "syn_avg_cell_area_um2": 8.48,
        "top_area_share_pct": 32.3,
        "ys_sh_simple_pct": 16.0,
        "syn_area_um2": 815,
        "synthDistinctLibCells": 24,
        "ys_sh_aoi_pct": 8.14,
        "top_area_cell": "buf_4",
        "ys_warn_count": 2,
    },
    "critical_path": {
        "timing.rr.end": "num_transactions[3]",
        "crit_path_max_fanout": 8,
        "path_delay_family": "buffers and inverters",
        "r2r_cells": 3,
        "cp-end-kind": "output port",
        "path_buffers": 1,
        "arrival_ns": 1.21,
        "slowest_stage": "clkdlybuf4s50_1",
        "critical_path_required_ns": 1.36,
        "r2r_start": "state_ff[4]",
        "path_class": "reg -> out",
        "cp_cell_sequence": "clkdlybuf4s50_1",
        "slowest_delay_ns": 0.52,
        "cp-start-kind": "flip-flop",
        "rrSetupSlack_ns": 0.19,
    },
    "detailed_routing": {
        "via_per_inst": 3.18,
        "final_antenna_net_count": 0,
        "routed_wl_um": 1610,
        "drt-pass1-iter-count": 4,
        "routedWlPerCell_um": 9.66,
        "diodes": 0,
        "drt_iter0_drc": 21,
        "route.vias.total": 531,
        "drc": 0,
    },
    "clock_network": {
        "clock_latency_ns": 0.24,
        "clockBufferDepth": 2,
        "cts_resized": 0,
        "cts_tree": "built",
        "cts-htree-levels": 1,
        "cts_inserted_buffers": 3,
        "cts_setup_buffers": 0,
        "cts_hold_buffers": 0,
        "clkTransAtPathRegs_ns": 0.05,
        "cts_root_buf": "clkbuf_8",
        "clock-sinks": 13,
    },
    "final_layout": {
        "instances_no_fill": 167,
        "area.growth.synth_to_final_pct": 14.4,
        "drive_gt1_share_pct": 7.00,
        "nFillCells": 558,
        "register_area_um2": 280,
        "comb_area_um2": 302,
        "final_cell_mix": "conb_1 (18), clkdlybuf4s50_1 (17), dfxtp_1 (11)",
        "lay_top_count": "conb_1",
    },
    "place": {
        "dp.final_hpwl_um": 1330,
        "dpl.cell_count": 163,
        "routabilityCongestion": 0.798,
        "numPortBuffers": 18,
    },
    "run": {
        "cap_violations": 0,
        "warning_count": 27,
    },
    "hold_path": {
        "hold_end": "data_out[15]",
        "hold_path.class": "in -> reg",
        "holdPathStages": 0,
        "min-delay-start": "data_adc[15]",
    },
    "outcome": {
        "outcome": "complete, no violations",
    },
}
power breakdown:
| group | leakage [nW] | switching, mW | internal (mW) | total [mW] |
|---|---|---|---|---|
| Combinational | 0.239 | 0.0343 | 0.0453 | 0.0796 |
| Clock | 0.0255 | 0.108 | 0.162 | 0.270 |
| Sequential | 0.109 | 0.0123 | 0.325 | 0.337 |
| Total | 0.374 | 0.155 | 0.532 | 0.687 |
through the flow:
stage / power, mW / setup WS (ns) / hold WS, ns / instance area, um^2 / util (%)
5_1_grt: 0.738 / 0.0215 / 0.209 / 932 / 19.4
6_report: 0.687 / 0.149 / 0.218 / 932 / 19.4
3_5_place_dp: 0.427 / 0.0476 / 0.461 / 883 / 18.3
2_1_floorplan: 0.468 / 0.273 / 0.417 / 875 / -
3_3_place_gp: 0.427 / 0.0483 / 0.460 / 883 / 18.3
4_1_cts: 0.701 / 0.0379 / 0.212 / 930 / 19.3
worst max-delay path by stage:
stage                        from            to  slack, ns  cells past startpoint
CTS                       sresetn       write_n       0.04                      3
global route  num_transactions[0]  data_adc[15]       0.02                      4
finish               data_out[14]   data_out[7]       0.15                      1
layer usage:
metal	part of all wire [%]	GRT usage (%)
met5	0	0
met4	0	0.131
met3	12	2.41
met2	37	4.71
met1	51	5.45
cells by family after synthesis:
| kind of cell | after synthesis |
|---|---|
| compound gates | 10 |
| buf+inv | 43 |
| simple gates | 25 |
| fa+ha+maj | 3 |
| other cells | 2 |
| flops | 13 |
Yosys cell counts:
master	n
buf_4	35
dfxtp_1	11
inv_1	7
nand2_1	6
nor2_1	6
nand3b_1	4
ha_1	3
nand3_1	3
nor3_1	3
a21oi_1	2
conb_1	2
edfxtp_1	2
a21o_1	1
a22oi_1	1
a31oi_1	1
a32oi_1	1
clkinv_1	1
o21a_1	1
o21ai_0	1
o22ai_1	1
o31ai_1	1
or2_2	1
or3_4	1
or4_1	1
flip-flops by register name, summed over array words and instances, names as in the netlist:
register	cells
state_ff	6
num_transactions	4
data_out	2
data_valid	1
area by class of cell:
cell class                 instances  share of cell area, %
tap                               67                   8.99
inverter                           8                   3.22
multi-input combinational         56                   32.3
clock inverter                     1                  0.537
timing repair buffer              19                   20.4
sequential                        13                   30.1
clock buffer                       3                   4.43
No activity file was given, so power comes from the tool's default toggle rates.
